--- flow/design.v ---
`timescale 1ns / 1ps
module bcd_7_seg(
  input [3:0] bcd,
  output reg [6:0] seg);
  always @(*) begin
    case (bcd)
      4'b0000: seg = 7'b1000000;  
      4'b0001: seg = 7'b1111001;  
      4'b0010: seg = 7'b0100100;  
      4'b0011: seg = 7'b0110000;  
      4'b0100: seg = 7'b0011001;  
      4'b0101: seg = 7'b0010010;  
      4'b0110: seg = 7'b0000010;  
      4'b0111: seg = 7'b1111000;  
      4'b1000: seg = 7'b0000000;  
      4'b1001: seg = 7'b0010000;  
      default: seg = 7'b1111111;  
    endcase
  end
endmodule
--- flow/constraint.sdc ---
current_design bcd_7_seg

set clk_period 1.0
set clk_io_pct 0.2

create_clock -name clk0 -period $clk_period

set non_clock_inputs [all_inputs -no_clocks]
set_input_delay [expr $clk_period * $clk_io_pct] -clock clk0 $non_clock_inputs
set_output_delay [expr $clk_period * $clk_io_pct] -clock clk0 [all_outputs]
--- flow/config.mk ---
export PLATFORM = sky130hd
export DESIGN_NAME = bcd_7_seg
export DESIGN_NICKNAME = bcd_7_seg
export VERILOG_FILES = /design/flow/design.v
export SDC_FILE = /design/flow/constraint.sdc
export NUM_CORES = 4
export LEC_CHECK = 1
export CORE_AREA = 10 10 70 70
export DIE_AREA = 0 0 80 80
--- flow/run.sh ---
#!/bin/bash
# OpenROAD 26Q1-2900-gdf79404cd8, Yosys 0.63+post, stock flow scripts
make -C /OpenROAD-flow-scripts/flow DESIGN_CONFIG=/design/flow/config.mk WORK_HOME=/design/flow/orfs finish
==> results.ini <==
[status]
outcome=finished with violations
violations=negative setup slack

[critical_path]
endpoint_kind=output port
startpoint_type=input port
startpoint=bcd[1]
cp_num_buf_inv=4
crit_family=buffers and inverters
timing.critical_path.mode_cell=buf_6
cp_cell_sequence=buf_6 -> buf_6 -> or2b_1 -> buf_6 -> a21oi_4 -> a31oi_1 -> buf_2
crit_path_top_delay_cell=or2b_1
arrival_ns=1.12
path_max_fanout=4
slowest_delay_ns=0.24
required_ns=0.80
criticalPathCategory=in2out

[final_timing]
slew_violations=0
max_slew_margin_pct=81.7
fmax_ghz=0.758
hold_violations=0
period_used_pct=132
layout_setup_ws_ns=-0.319
setup_viol=7
rsz0062_at_grt=true
worst_pin_slew_ns=0.275
fin_crit_ns=1.32

[final_layout]
fin_util_pct=14.9
seqCellArea_sq_um=0
layout_top_cells=buf_2, buf_4, buf_6, nor2_1, o21ai_1
syn2layout_area_growth_pct=142
layout-drive-gt1-share_pct=66.7
lay_top_count=buf_2
clockBufferCount=0
fillerInstances=392
seq_cells=0

[synthesis]
netlist_area_sq_um=210
syn_avg_cell_area_sq_um=6.37
yosys_cells=33
ys_types=13
netlist_instances=33
ys_area_sq_um=210
synth_seq_share_pct=0
yosys_warnings=1

[hold_path]
min_path_type=in2out
hold_path_startpoint=bcd[2]

[floorplanning]
io_pins=11
core-area_sq_um=3420
fp.dieH_um=80
std_cell_rows=21
fp-utilization_pct=6.15
dieArea_sq_um=6400
die-width_um=80

[routing]
diodes=0
drt_iter0_drc=12
wl_per_cell_um=7.89
dr.max_layer_used=met3
wl_met1_um=387
wl_met3_um=29
wl_met2_um=371
firstDrtPassIters=3
wl_um=789
via_count=282
post-route-drc-count=0
viasPerCell=2.82
final_antenna_net_count=0

[placement]
place.gp.congestion=0.753
io_buffers=11
dp.final_hpwl_um=572

[power_and_ir_drop]
power_uw=181
p_leak_uw=0.000221
p_seq_share_pct=0
clkPwrFrac_pct=0
switchingPower_uw=75.7
p_comb_share_pct=100.0
ir_drop_uv=52.9
switching_share_pct=41.9
power.density_nw_per_um2=355
p_int_uw=105

[global_routing]
first_global_vias=299
grt_usage_pct=2.63
antenna_found_initial=0
grt_max_degree=11
grt_pass1_wl_um=1390
grt_remaining_overflow=0

[run]
warnings=38
drv_cap=0

[clock_tree]
holdBufCountCts=0

## metal layers
layer / up-vias / track usage (%)
met5: - / 0
met3: 0 / 0.227
li1: 150 / -
met2: 6 / 4.41
met4: 0 / 0
met1: 126 / 3.76
## cells by family after synthesis
family                     count (synthesis)  synth area share (%)
and+or+nand+nor                           13                  31.0
adders and majority gates                  5                  29.8
AOI/OAI and AO/OA                         10                  26.2
buffers and inverters                      5                  13.1
## stage by stage
step,setup WS [ns],hold slack (ns),cell area [sq um],TNS (ns),cells
after floorplan,0.0155,0.488,210,0,33
after global placement,-1.05,1.58,414,-6.88,95
after detailed placement,-1.04,1.56,414,-6.80,95
after CTS,-0.335,0.861,499,-1.65,100
after global routing,-0.367,0.876,509,-1.91,100
final,-0.319,0.833,509,-1.53,100
## final timing paths
check	endpoint	slack, ns	cells after the start
setup / recovery	seg[3]	-0.32	7
hold / removal	seg[4]	0.83	4
## power by group through the flow
stage	logic (uW)	clock network [uW]	registers [uW]
CTS	173	0	0
finish	181	0	0
global route	205	0	0
## what timing repair did
action / CTS / global route
setup endpoints to repair: 7 / 7
pin swaps: 10 / 5
resized: 58 / 8
setup buffers: 5 / 0
hold endpoints to repair: 0 / 0
## Yosys cell counts, drive strengths merged
master	n	area, sq um
nor2	5	18.8
or2	1	6.26
o21ai	6	30.0
nand2b	4	25.0
ha	5	62.6
or2b	1	7.51
inv	3	11.3
a21oi	3	18.8
nand2	2	7.51
buf	2	16.3
a31oi	1	6.26
## layout make-up
| type | instances | area, sq um | share of cell area, % |
|---|---|---|---|
| Multi-Input combinational cell | 28 | 256 | 50.4 |
| Timing Repair Buffer | 23 | 184 | 36.1 |
| Tap cell | 46 | 57.6 | 11.3 |
| Inverter | 3 | 11.3 | 2.21 |
Power and IR drop assume default switching activity.
