==> /design/flow/design.v <==
`timescale 1ns / 1ps
module ee2026_top(
    input clk,                       
    input [15:0] sw,                 
    input btnC,                      
    input btnU,                      
    input btnL,                      
    input btnR,                      
    input btnD,                      
    output reg [15:0] led,           
    output reg [6:0] seg,            
    output reg [3:0] an              
);
    localparam DIGIT_1ST = 4'd1;     
    localparam DIGIT_2ND = 4'd6;     
    localparam DIGIT_3RD = 4'd9;     
    localparam DIGIT_4TH = 4'd8;     
    localparam LB = 10;              
    localparam RB = 2;               
    localparam EX = 7;               
    localparam T_HIGHER = 100;       
    localparam T_LOWER = 50;         
    localparam LEFT_BLINK_FREQ = 7;      
    localparam RIGHT_BLINK_FREQ = 15;    
    localparam DIR_INITIAL = 1'b0;   
    wire clk_10ms;           
    wire clk_7hz;            
    wire clk_15hz;           
    wire clk_refresh;        
    freq_divider #(.TARGET_FREQ(100), .COUNTER_WIDTH(20)) div_10ms (
        .clk(clk),
        .slow_clk(clk_10ms)
    );
    freq_divider #(.TARGET_FREQ(7), .COUNTER_WIDTH(23)) div_7hz (
        .clk(clk),
        .slow_clk(clk_7hz)
    );
    freq_divider #(.TARGET_FREQ(15), .COUNTER_WIDTH(23)) div_15hz (
        .clk(clk),
        .slow_clk(clk_15hz)
    );
    freq_divider #(.TARGET_FREQ(1000), .COUNTER_WIDTH(17)) div_refresh (
        .clk(clk),
        .slow_clk(clk_refresh)
    );
    reg [1:0] state;
    localparam ST_TASK_A = 2'd0;
    localparam ST_TASK_B = 2'd1;
    localparam ST_TASK_C = 2'd2;
    initial begin
        state = ST_TASK_A;
    end
    reg btnU_prev, btnC_prev;
    reg btnU_sync, btnC_sync;
    wire btnU_pressed, btnC_pressed;
    always @(posedge clk) begin
        btnU_sync <= btnU;
        btnC_sync <= btnC;
        btnU_prev <= btnU_sync;
        btnC_prev <= btnC_sync;
    end
    assign btnU_pressed = btnU_sync && !btnU_prev;
    assign btnC_pressed = btnC_sync && !btnC_prev;
    reg [3:0] ex_position;           
    reg ex_direction;                
    reg [7:0] move_counter;          
    reg [7:0] move_target;           
    reg [1:0] prev_state;            
    initial begin
        ex_position = 0;
        ex_direction = 0;
        move_counter = 0;
        prev_state = ST_TASK_A;
    end
    always @(posedge clk) begin
        case (state)
            ST_TASK_A: begin
                if (btnU_pressed && !btnC_sync) begin
                    state <= ST_TASK_B;
                end
            end
            ST_TASK_B: begin
                if (btnU_pressed && btnC_sync) begin
                    state <= ST_TASK_C;
                end
            end
            ST_TASK_C: begin
            end
            default: state <= ST_TASK_A;
        endcase
    end
    always @(*) begin
        if (ex_direction == 1'b1) begin
            move_target = T_HIGHER;      
        end else begin
            move_target = T_LOWER;       
        end
    end
    always @(posedge clk_10ms) begin
        prev_state <= state;
        if (state == ST_TASK_B && prev_state == ST_TASK_A) begin
            ex_position <= EX;               
            ex_direction <= DIR_INITIAL;     
            move_counter <= 0;
        end
        else if (state == ST_TASK_B || state == ST_TASK_C) begin
            if (move_counter >= move_target - 1) begin
                move_counter <= 0;
                if (ex_direction == 1'b1) begin
                    if (ex_position >= 15) begin
                        ex_direction <= 1'b0;
                        ex_position <= 14;
                    end else begin
                        ex_position <= ex_position + 1;
                    end
                end else begin
                    if (ex_position == 0) begin
                        ex_direction <= 1'b1;
                        ex_position <= 1;
                    end else begin
                        ex_position <= ex_position - 1;
                    end
                end
            end else begin
                move_counter <= move_counter + 1;
            end
        end
    end
    always @(*) begin
        led = 16'h0000;   
        case (state)
            ST_TASK_A: begin
                led[10] = 1'b1;
                led[9] = 1'b1;
                led[8] = 1'b1;
                led[7] = sw[7];      
                led[6] = 1'b1;
                led[5] = 1'b1;
                led[4] = 1'b1;
                led[3] = 1'b1;
                led[2] = 1'b1;
            end
            ST_TASK_B, ST_TASK_C: begin
                if (ex_position >= (LB + 1)) begin
                    led[ex_position] = clk_7hz;
                end 
                else if (ex_position <= (RB - 1)) begin
                    led[ex_position] = clk_15hz;
                end 
                else begin
                    led[ex_position] = 1'b1;
                end
            end
            default: led = 16'h0000;
        endcase
    end
    reg [3:0] digit_to_display;
    wire [6:0] seg_pattern;
    hex_to_7seg decoder (
        .hex(digit_to_display),
        .seg(seg_pattern)
    );
    reg [1:0] anode_counter;
    initial begin
        anode_counter = 0;
    end
    always @(posedge clk_refresh) begin
        anode_counter <= anode_counter + 1;
    end
    always @(*) begin
        case (state)
            ST_TASK_A: begin
                if (sw[7]) begin
                    digit_to_display = EX;               
                    an = 4'b0010;                   
                end else begin
                    digit_to_display = 4'hF;             
                    an = 4'b1111;                        
                end
                seg = seg_pattern;
            end
            ST_TASK_B: begin
                digit_to_display = 4'hF;
                an = 4'b1111;
                seg = 7'b1111111;
            end
            ST_TASK_C: begin
                if (ex_position >= (LB + 1) || ex_position <= (RB - 1)) begin
                    digit_to_display = 4'hE;   
                    an = 4'b0110;
                    seg = seg_pattern;
                end else begin
                    digit_to_display = 4'hC;   
                    an = 4'b1001;
                    seg = seg_pattern;
                end
            end
            default: begin
                digit_to_display = 4'hF;
                an = 4'b1111;
                seg = 7'b1111111;
            end
        endcase
    end
endmodule
module freq_divider #(
    parameter TARGET_FREQ = 1,       
    parameter COUNTER_WIDTH = 26     
)(
    input clk,                       
    output reg slow_clk              
);
    localparam INPUT_FREQ = 100_000_000;
    localparam COUNTER_LIMIT = (INPUT_FREQ / (2 * TARGET_FREQ)) - 1;
    reg [COUNTER_WIDTH-1:0] ctr;
    initial begin
        slow_clk = 0;
        ctr = 0;
    end
    always @(posedge clk) begin
        if (ctr == COUNTER_LIMIT) begin
            slow_clk <= ~slow_clk;
            ctr <= 0;
        end else begin
            ctr <= ctr + 1;
        end
    end
endmodule
`timescale 1ns / 1ps
module hex_to_7seg(
    input [3:0] hex,                 
    output reg [6:0] seg             
);
    always @(*) begin
        case (hex)
            4'h0: seg = 7'b1000000;   
            4'h1: seg = 7'b1111001;   
            4'h2: seg = 7'b0100100;   
            4'h3: seg = 7'b0110000;   
            4'h4: seg = 7'b0011001;   
            4'h5: seg = 7'b0010010;   
            4'h6: seg = 7'b0000010;   
            4'h7: seg = 7'b1111000;   
            4'h8: seg = 7'b0000000;   
            4'h9: seg = 7'b0010000;   
            4'hA: seg = 7'b0001000;   
            4'hB: seg = 7'b0000011;   
            4'hC: seg = 7'b0100111;   
            4'hD: seg = 7'b0100001;   
            4'hE: seg = 7'b0000110;   
            4'hF: seg = 7'b0001110;   
            default: seg = 7'b1111111;
        endcase
    end
endmodule
==> /design/flow/run.sh <==
#!/bin/bash
# OpenROAD 26Q1-2900-gdf79404cd8, Yosys 0.63+post, stock flow scripts
make -C /OpenROAD-flow-scripts/flow DESIGN_CONFIG=/design/flow/config.mk WORK_HOME=/design/flow/orfs finish
==> /design/flow/config.mk <==
export PLATFORM = sky130hd
export DESIGN_NAME = ee2026_top
export DESIGN_NICKNAME = ee2026_top
export VERILOG_FILES = /design/flow/design.v
export SDC_FILE = /design/flow/constraint.sdc
export NUM_CORES = 4
export LEC_CHECK = 1
export CORE_UTILIZATION = 50
==> /design/flow/constraint.sdc <==
current_design ee2026_top

set clk_period 4.0
set clk_io_pct 0.2

create_clock -name clk0 -period $clk_period [get_ports {clk}]

set non_clock_inputs [all_inputs -no_clocks]
set_input_delay [expr $clk_period * $clk_io_pct] -clock clk0 $non_clock_inputs
set_output_delay [expr $clk_period * $clk_io_pct] -clock clk0 [all_outputs]
==> metrics.log <==
[metrics] run summary
[metrics] detailed-route wire length: 8.28 mm
[metrics] remaining number of nets flagged by the antenna check after routing: 0
[metrics] critical path fanouts, max: 13
[metrics] n_diodes: 0
[metrics] Std-Cell Rows: 34
[metrics] combinational share of power: 0.302
[metrics] post-placement cell area: 4890 um^2
[metrics] switching share of total power: 0.283
[metrics] Crit. Startpoint: state[0]
[metrics] syn_area_per_cell: 8.89 um^2
[metrics] maximum capacitance violations: 0
[metrics] ratio of total power to cell area: 381 nW/um^2
[metrics] Commonest Layout Cell: dfxtp_1
[metrics] total number of vias: between 3000 and 4000
[metrics] worst-case vdd ir drop: 214 uV
[metrics] number of register pins that no clock reaches: 15
[metrics] required time reported for the critical path endpoint: 3.20 ns
[metrics] count of hold buffers inserted by post-cts repair: 0
[metrics] Post-Route Hold Slack: 0.368 ns
[metrics] routed wire length per instance: 12.8 um
[metrics] IO Pins: 49
[metrics] clock period minus worst slack: 3.70 ns
[metrics] Critical Path, Cell by Cell: inv_1 > ha_2 > inv_1 > or3_1 > inv_1 > ha_1 > a22o_1 > a22oi_1 > clkdlybuf4s50_1
[metrics] Yosys Chip Area: 4510 um^2
[metrics] CTS tree: yes
[metrics] clock root buffer: clkbuf_8
[metrics] FFs w/ async S/R, synth: 0
[metrics] clk ins delay skew pair: 0.35 ns
[metrics] yosys synthesis warning count: 6
[metrics] height of the die: about 97 um
[metrics] setup repair after global routing missed its margin: no
[metrics] CP Data Arrival Time: 2.90 ns
[metrics] static leakage power: a little under 2 nW
[metrics] transition time at the pin with the least slew margin: 0.840 ns
[metrics] width of the die: 97.0 um
[metrics] result of the run: complete, no violations
[metrics] f_max: 270 MHz
[metrics] Hold Vio Cnt, Final: 0
[metrics] Cell variety after synth: 59
[metrics] worst min-delay path startpoint: btnU_sync
[metrics] share of the core filled by cells before placement: 0.517
[metrics] flip-flop cell with the highest count after synthesis: dfxtp_1
[metrics] Pre-Repair DR Iteration Count: 4
[metrics] relative contribution of sequential cells to total power: 0.403
[metrics] Detailed Route Iter0 Violations: roughly 100
[metrics] number of global-route vias before repair: 3329
[metrics] count of mapped cells out of synthesis: 507
[metrics] Top cell by count, worst path: inv_1
[metrics] Setup CP Type: flip-flop to primary output
[metrics] GRT Total Usage: 0.191
[metrics] part of the power in the clock network: 0.295
[metrics] CTS H-tree depth: 3
[metrics] cts bufs inserted: 9
[metrics] initial antenna violation count: 0
[metrics] sequential element share of the synthesized area: 0.406
[metrics] post-CTS setup buffer count: 0
[metrics] area of the die: 9400 um^2
[metrics] crit path capture type: primary output
[metrics] wire length of the first global-routing pass: 15.0 mm
[metrics] share of the clock period used by the worst path: 0.926
[metrics] Post-synth EDFFs: 5
[metrics] Remaining Overflow, GRT: 0
[metrics] Max Transition Viols Final: 0
[metrics] final HPWL from detailed placement: 5.99 mm
[metrics] maximum number of buffers from clock root to sink: 2
[metrics] Clock transition at path regs: 0.07 ns
[metrics] Vias/cell: ~5.4
[metrics] post-synthesis instance area: 4510 um^2
[metrics] cell count in the Yosys report: around 510
[metrics] number of logged tool warnings: 54
[metrics] Clock Skews: 0.00885 ns
[metrics] DRC violation count after routing: 0
[metrics] most frequent logic cells in the routed design: dfxtp_1 (84), nor2_1 (53), nand2_1 (31)
[metrics] headroom to the max-slew limit: 0.435
[metrics] summed area of non-filler cells in the final layout: 5090 um^2
[metrics] proportion of layout cells with a drive suffix above 1: 0.0615
[metrics] Int Power: 1.39 mW
[metrics] # resized after CTS: 0
[metrics] r2r startpoint: div_15hz.ctr[0]
[metrics] Max stage delay cell, worst path: clkdlybuf4s50_1
[metrics] Registers, synthesis: 89
[metrics] endpoints left unconstrained: 15
[metrics] net switching power: 548 uW
[metrics] Layout area overhead: 12.9%
[metrics] Port Buffer Count: 30
[metrics] hold crit path type: flip-flop to flip-flop
[metrics] Fin Setup TNS: 0 ns
[metrics] endpoints failing setup: 0
[metrics] startpoint kind of the worst setup timing path: flip-flop
[metrics] GPL Wtd Cong: 0.838
[metrics] largest net degree at the start of global routing: 17
[metrics] delay contributed by the slowest stage of the critical path: 0.49 ns
[metrics] Core Area: roughly 8700 um^2
worst max-delay path, delay by kind of cell, from the launching register on:
| kind | cells | cell delay (ns) |
|---|---|---|
| fa+ha+maj | 2 | 0.56 |
| compound gates | 2 | 0.32 |
| buf+inv | 4 | 0.82 |
| flops | 1 | 0.43 |
| simple gates | 1 | 0.43 |
metal layers:
layer / routed length [um] / track usage / part of all wire
met5: 0 / 0 / 0
met4: 129 / 0.0310 / 0.016
met1: 4400 / 0.306 / 0.53
met3: 160 / 0.0228 / 0.019
met2: 3590 / 0.292 / 0.43
power by group through the flow:
stage / registers [mW] / logic (mW) / clock network [mW]
finish: 0.780 / 0.586 / 0.572
CTS: 0.780 / 0.591 / 0.596
global route: 0.782 / 0.654 / 0.630
worst paths after layout:
path	slack [ns]	cells after the start	end
worst max register to register	1.92	5	div_15hz.slow_clk
worst min register to register	0.37	0	btnU_prev
worst min-delay path	0.37	0	btnU_prev
worst max-delay path	0.30	9	seg[1]
cells by family (layout without fill, tap and decap cells):
family / after synthesis / count (layout) / share of synthesized area
and+or+nand+nor: 218 / 218 / 0.266
xor gates and xnor gates: 54 / 54 / 0.105
buffers and inverters: 46 / 76 / 0.0411
muxes: 12 / 12 / 0.0266
AOI/OAI and AO/OA: 67 / 67 / 0.0969
adders and majority gates: 21 / 21 / 0.0583
DFF: 89 / 89 / 0.406
through the flow:
stage	setup slack [ns]	power (mW)	std cells	util
2_1_floorplan	1.36	1.08	507	-
3_3_place_gp	0.553	1.38	629	0.560
3_5_place_dp	0.518	1.38	629	0.560
4_1_cts	0.132	1.97	645	0.584
5_1_grt	0.133	2.07	645	0.584
6_report	0.298	1.94	645	0.584
state kept, by name, indices dropped and copies added (netlist names):
register,count
div_15hz.slow_clk,1
div_15hz.ctr,23
ex_direction,1
div_7hz.ctr,23
div_10ms.ctr,20
ex_position,4
div_10ms.slow_clk,1
btnC_sync,1
prev_state,2
div_7hz.slow_clk,1
move_counter,8
state,2
btnU_sync,1
btnU_prev,1
cells in the mapped netlist (4+ instances only):
library cell | n | area share
nor2b_1 | 4 | 0.0056
ha_1 | 21 | 0.058
nand4_1 | 25 | 0.035
xnor2_1 | 25 | 0.049
o21ai_0 | 21 | 0.023
and4_1 | 8 | 0.016
clkbuf_1 | 12 | 0.010
o31ai_1 | 7 | 0.012
inv_1 | 27 | 0.022
edfxtp_1 | 5 | 0.033
nand2b_1 | 6 | 0.0083
nor3_1 | 13 | 0.014
nand2_1 | 31 | 0.026
xor2_1 | 29 | 0.056
or3_1 | 6 | 0.0083
nor4b_1 | 7 | 0.014
dfxtp_1 | 84 | 0.37
o22ai_1 | 5 | 0.0069
mux2i_1 | 12 | 0.027
nand3_1 | 30 | 0.033
a21oi_1 | 11 | 0.012
and3_1 | 11 | 0.015
nor2_1 | 53 | 0.044
cell type report:
class                           instances  area, um^2
Fill cell                             787        3630
Tap cell                              108         135
Clock buffer                           10         149
Timing Repair Buffer                   33         323
Inverter                               27         101
Clock inverter                          6        52.6
Multi-Input combinational cell        372        2500
Sequential cell                        89        1830
No activity file was given, so power comes from the tool's default toggle rates.
